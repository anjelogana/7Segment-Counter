## /design/flow/run.sh

```bash
#!/bin/bash
# OpenROAD 26Q1-2900-gdf79404cd8, Yosys 0.63+post, stock flow scripts
make -C /OpenROAD-flow-scripts/flow DESIGN_CONFIG=/design/flow/config.mk WORK_HOME=/design/flow/orfs finish
```

## /design/flow/config.mk

```make
export PLATFORM = sky130hd
export DESIGN_NAME = Counter
export DESIGN_NICKNAME = Counter
export VERILOG_FILES = /design/flow/design.v
export SDC_FILE = /design/flow/constraint.sdc
export NUM_CORES = 4
export LEC_CHECK = 1
export CORE_UTILIZATION = 30
```

## /design/flow/constraint.sdc

```tcl
current_design Counter

set clk_period 3.6
set clk_io_pct 0.2

create_clock -name clk0 -period $clk_period [get_ports {i_Clk}]

set non_clock_inputs [all_inputs -no_clocks]
set_input_delay [expr $clk_period * $clk_io_pct] -clock clk0 $non_clock_inputs
set_output_delay [expr $clk_period * $clk_io_pct] -clock clk0 [all_outputs]
```

## /design/flow/design.v

```verilog
module BinaryTo7Seg
   (input i_Clk,
    input [3:0] i_Binary_Num,
    output o_Segment_A,
    output o_Segment_B,
    output o_Segment_C,
    output o_Segment_D,
    output o_Segment_E,
    output o_Segment_F,
    output o_Segment_G);
    reg [6:0] r_HexEncode = 7'h00;
    always @ (posedge i_Clk)
        begin
            case (i_Binary_Num)
                4'b0000 : r_HexEncode <= 7'h7E;
                4'b0001 : r_HexEncode <= 7'h30;
                4'b0010 : r_HexEncode <= 7'h6D;
                4'b0011 : r_HexEncode <= 7'h79;
                4'b0100 : r_HexEncode <= 7'h33;
                4'b0101 : r_HexEncode <= 7'h5B;
                4'b0110 : r_HexEncode <= 7'h5F;
                4'b0111 : r_HexEncode <= 7'h70;
                4'b1000 : r_HexEncode <= 7'h7F;
                4'b1001 : r_HexEncode <= 7'h7B;   
            endcase
        end
    assign o_Segment_A = r_HexEncode[6];
    assign o_Segment_B = r_HexEncode[5];
    assign o_Segment_C = r_HexEncode[4];
    assign o_Segment_D = r_HexEncode[3];
    assign o_Segment_E = r_HexEncode[2];
    assign o_Segment_F = r_HexEncode[1];
    assign o_Segment_G = r_HexEncode[0];
endmodule
module Counter (
    input i_Clk,
    input i_Switch_1,
    output o_Segment2_A,
    output o_Segment2_B,
    output o_Segment2_C,
    output o_Segment2_D,
    output o_Segment2_E,
    output o_Segment2_F,
    output o_Segment2_G);
    reg [3:0] r_Count = 4'b0000;
    reg r_Switch_1 = 1'b0;
    wire w_Switch_1;
    wire w_Segment2_A;
    wire w_Segment2_B;
    wire w_Segment2_C;
    wire w_Segment2_D;
    wire w_Segment2_E;
    wire w_Segment2_F;
    wire w_Segment2_G;
    DebounceSwitch Instance
    (.i_Clk(i_Clk),
     .i_Switch(i_Switch_1),
     .o_Switch(w_Switch_1));
    always @ (posedge i_Clk)
    begin
        r_Switch_1 <= w_Switch_1;
        if (w_Switch_1 == 1'b1 && r_Switch_1 == 1'b0)
            begin
                if (r_Count == 9)
                    r_Count <= 0;
                else
                    r_Count <= r_Count + 1;
            end
    end
    BinaryTo7Seg SegInst
    (.i_Clk(i_Clk),
     .i_Binary_Num(r_Count),
     .o_Segment_A(w_Segment2_A),
     .o_Segment_B(w_Segment2_B),
     .o_Segment_C(w_Segment2_C),
     .o_Segment_D(w_Segment2_D),
     .o_Segment_E(w_Segment2_E),
     .o_Segment_F(w_Segment2_F),
     .o_Segment_G(w_Segment2_G));
     assign o_Segment2_A = ~w_Segment2_A;
     assign o_Segment2_B = ~w_Segment2_B;
     assign o_Segment2_C = ~w_Segment2_C;
     assign o_Segment2_D = ~w_Segment2_D;
     assign o_Segment2_E = ~w_Segment2_E;
     assign o_Segment2_F = ~w_Segment2_F;
     assign o_Segment2_G = ~w_Segment2_G;
endmodule
module DebounceSwitch
    (input i_Clk,
     input i_Switch,
     output o_Switch);
     parameter c_DEBOUNCE_LIMIT = 250000;  
     reg r_State = 1'b0;
     reg [17:0] r_Count = 0;  
     always @ (posedge i_Clk)
     begin
        if (i_Switch !== r_State && r_Count < c_DEBOUNCE_LIMIT)
            r_Count <= r_Count + 1;  
        else if (r_Count == c_DEBOUNCE_LIMIT)
            begin
                r_State <= i_Switch;
                r_Count <= 0;
            end
        else
            r_Count <= 0;
     end
     assign o_Switch = r_State;
endmodule
```

==> ci_impl_report.md <==
### Metrics collected by this job

| Metric | Value |
|---|---|
| Setup Skew | 7.42 ps |
| Io pins | 9 |
| # rows | 25 |
| Fill cells | 484 |
| Wirelength per Cell | 10.0 µm |
| Syn Area/Cell | 9.18 µm² |
| Worst setup SP type | flop |
| CP cell instances | inv_1, ha_1, o21bai_1, a22oi_1 |
| Layout cells sized above 1 | 0.0506 |
| Max clock buf depth | 2 |
| Yosys cell count | 170 |
| Core region area | 0.00485 mm² |
| Placed insts | 237 |
| Number of enable flip-flop cells | 12 |
| Critical Path Fanout Max | 8 |
| Slew @ Worst Pin | 720 ps |
| Max incr delay on CP | 550 ps |
| Worst hold path class | reg2reg |
| Power per cell area | 394 mW/mm² |
| H-tree levels | 2 |
| Via/cell ratio | 4.58 |
| Final instance count without filler cells | 245 |
| Synth Cell Area | 0.00156 mm² |
| Die Height | 74.1 µm |
| Worst setup EP type | flop |
| Setup Fix Bufs, Post-CTS | 0 |
| Combinational gate area | 723 µm² |
| CTS Buf Count | 5 |
| Setup TNS | 0 ps |
| Layout Utilization | 0.369 |
| Global Route Usage Sum | 0.103 |
| Initial antenna violation count | 0 |
| Max Freq | 532 MHz |
| # setup viols final | 0 |
| CTS tree | done |
| Synthesized registers | 31 |
| Ant diodes | 0 |
| Clock Tree Root | clkbuf_8 |
| Vias in the first global route | 957 |
| Pleak | 0.623 nW |
| Post-route setup slack | 1720 ps |
| Routed Antenna Nets | 0 |
| Tool Warnings | 29 |
| DR iter-0 viols | 51 |
| Final estimated routing congestion in global placement | 0.813 |
| Clock sink total | 31 |
| Die ar. | 0.00549 mm² |
| Final-report max-slew violation count | 0 |
| Yosys synthesis chip area | 0.00156 mm² |
| Reg clk slew, reported paths | 60 ps |
| Worst path slowest cell | a22oi_1 |
| Port Buffer Count | 8 |
| Setup CP Type | reg2reg |
| Dominant Register Cell | dfxtp_1 |
| First-pass GRT wire length | 4.34 mm |
| Async S/R FF share, synth | 0 |
| Post-route DRC | 0 |
| Total grt overflow | 0 |
| Fp_density | 0.322 |
| Max cap viols | 0 |
| Crit path arrival time | 1790 ps |
| Largest net degree at the start of global routing | 19 |
| Worst R2R Setup Slack | 1720 ps |
| YS warnings | 3 |
| Register area | 741 µm² |
| Clk Latency, worst-skew pair | 270 ps |
| Unrepaired setup endpoints after global routing | no |
| Hold Vio Cnt, Final | 0 |
| Drt first pass iters | 4 |
| Peak VDD IR | 240 µV |
| Final period utilization | 0.523 |
| Via Count | 1,123 |
| Final Critical Period | 1880 ps |
| Die x size | 74.1 µm |
| Status | completed |
| Sequential cell area fraction in the yosys report | 0.475 |
| Synth Instances | 170 |
| Hold Buf Count CTS | 0 |
| Req. time, crit path | 3510 ps |
| Unique cell types | 32 |
| Area grow syn2layout | 14.8% |
| Rel. slew slack | 0.520 |
| Total wire length | 2.46 mm |
| Dpl ws | 1700 ps |
| Final HPWL DP | 1.70 mm |
| Post-CTS sizing | 0 |
==> routing by layer <==
| layer | wire (µm) | track usage | part of all wire |
|---|---|---|---|
| met1 | 1320 | 0.163 | 0.54 |
| met2 | 1000 | 0.147 | 0.41 |
| met5 | 0 | 0 | 0 |
| met3 | 99 | 0.0302 | 0.040 |
| met4 | 29 | 0.0150 | 0.012 |
==> state kept, by name, summed over array words and instances, names as in the netlist <==
name,cells
r_Switch_1,1
SegInst.r_HexEncode,7
Instance.r_Count,18
r_Count,4
Instance.r_State,1
==> logic make-up (layout without fill, tap and decap cells) <==
group | count (synthesis) | after routing | share of synthesized area
compound gates | 15 | 15 | 0.0706
flops | 31 | 31 | 0.475
xor+xnor | 17 | 17 | 0.0954
fa+ha+maj | 6 | 6 | 0.0481
buf+inv | 23 | 31 | 0.0617
simple gates | 78 | 78 | 0.249
==> worst paths after layout <==
check                    from                     end  cells past startpoint
min          Instance.r_State              r_Switch_1                      0
max                r_Count[0]  SegInst.r_HexEncode[6]                      4
max reg2reg        r_Count[0]  SegInst.r_HexEncode[6]                      4
min reg2reg  Instance.r_State              r_Switch_1                      0
==> worst max-delay path, delay by kind of cell (launching register included) <==
kind,cells,cell delay [ps]
buffers and inverters,1,110
adders and majority gates,1,300
DFF,1,450
AOI/OAI and AO/OA,2,660
==> cells in the final DEF (no fill, tap or decap), drive strengths merged, types with 7 or more instances in the layout <==
cell / Yosys / final
clkbuf: 5 / 7
clkdlybuf4s50: 0 / 8
dfxtp: 19 / 19
edfxtp: 12 / 12
inv: 15 / 15
nand2: 7 / 7
nand3: 10 / 10
nand4: 8 / 8
nor2: 31 / 31
nor3: 9 / 9
xnor2: 11 / 11
==> metrics by stage <==
step           instance area, µm²  hold WS (ps)  power [mW]
2_1_floorplan                1560           382       0.387
3_3_place_gp                 1680           414       0.390
3_5_place_dp                 1680           413       0.390
4_1_cts                      1790           428       0.717
5_1_grt                      1790           447       0.736
6_report                     1790           418       0.705
==> layout make-up <==
| cell class | count | share of cell area |
|---|---|---|
| Timing Repair Buffer | 8 | 0.0447 |
| Inverter | 15 | 0.0314 |
| Multi-Input combinational cell | 116 | 0.404 |
| Clock inverter | 1 | 0.0168 |
| Sequential cell | 31 | 0.414 |
| Clock buffer | 7 | 0.0426 |
| Tap cell | 67 | 0.0468 |
==> cell usage after synthesis, types with 5 or more instances <==
cell type	count	area [µm²]
nor2_1	31	116
nand3_1	10	50.1
xor2_1	6	52.6
nand2_1	7	26.3
xnor2_1	11	96.3
nor4_1	6	37.5
inv_1	15	56.3
nand4_1	8	50.1
dfxtp_1	19	380
o21ai_0	5	25.0
nor3_1	8	40.0
edfxtp_1	12	360
ha_1	6	75.1
==> power by group <==
part           total (mW)  switching [mW]  internal [mW]
Clock               0.323           0.116          0.207
Combinational      0.0129         0.00769        0.00522
Sequential          0.370         0.00507          0.365
Total               0.705           0.129          0.577
Power is estimated from default activity; no workload was simulated.
